==> design/flow/design.v <==
module MC68000 (CLK, D, A, LDS, FC2, FC1, FC0, AS, UDS, RW, RESET, DTACK, IPL2, IPL1, IPL0, IRESET, PC) ;
input CLK ;
input DTACK ;
input IPL0 ;
input IPL1 ;
input IPL2 ;
input IRESET ;
output [2:0] PC ;
output [15:0] D ;
output [23:1] A ;
output LDS ;
output FC2 ;
output FC1 ;
output FC0 ;
output AS ;
output UDS ;
output RW ;
output RESET ;
reg [7:0] Mem [7:0];
reg [2:0] PC;
reg LDS, UDS, RW, RESET, FC2, FC1, FC0, AS;
reg [15:0] D;
reg [23:1] A;
always @(negedge CLK)
  begin
  #1 Mem[0] = 8'b00000010;
  #1 Mem[1] = 8'b00000110;
  #1 Mem[2] = 8'b00001110;
  #1 Mem[3] = 8'b00011110;
  #1 Mem[4] = 8'b00111110;
  #1 Mem[5] = 8'b01111110;
  #1 Mem[6] = 8'b11111110;
  #1 Mem[7] = 8'b11111100;
  LDS = 1'b0;		 
  UDS = 1'b1;		 
  RW = 1'b0;
  if (IRESET == 1'b1)
    begin
    RESET = 0;		 
    PC = 3'b000;
    D[15:0] = 16'b0;
    A[23:1] = 23'b0;
    end
  else
    begin
    if ((IPL2 == 1'b1) && (IPL1 == 1'b1))	 
      begin
      if (IPL0 == 1'b1)
        begin
        PC = 3'b000;	 
        FC2 = 1'b1;		 
        FC1 = 1'b1;		 
        FC0 = 1'b1;		 
        AS = 1'b1;
        A[23:22] = 2'b11;			 
        end
      if (IPL0 == 1'b0)
        begin
        FC2 = 1'b1;		 
        FC1 = 1'b1;		 
        FC0 = 1'b1;		 
        AS = 1'b1;
        A[23:22] = 2'b11;			 
        end
      end
    else
      begin
      if (DTACK == 1'b1)			 
        begin
        D[7:0] = Mem[PC];
        D[15:8] = Mem[PC];
        A[5:1] = 5'b00001;		 
        A[21:6] = 16'h0378;		 
        A[23:22] = 2'b00;			 
        PC = PC +1;      
        end
      else 
        begin
        D[15:0] = 16'b0;
        A[23:1] = 23'b0;
        end
      end
    end
  end
endmodule 
==> design/flow/run.sh <==
#!/bin/bash
# OpenROAD 26Q1-2900-gdf79404cd8, Yosys 0.63+post, stock flow scripts
make -C /OpenROAD-flow-scripts/flow DESIGN_CONFIG=/design/flow/config.mk WORK_HOME=/design/flow/orfs finish
==> design/flow/config.mk <==
export PLATFORM = sky130hd
export DESIGN_NAME = MC68000
export DESIGN_NICKNAME = MC68000
export VERILOG_FILES = /design/flow/design.v
export SDC_FILE = /design/flow/constraint.sdc
export NUM_CORES = 4
export LEC_CHECK = 1
export CORE_AREA = 10 10 73 73
export DIE_AREA = 0 0 83 83
==> design/flow/constraint.sdc <==
current_design MC68000

set clk_period 2.6
set clk_io_pct 0.2

create_clock -name clk0 -period $clk_period [get_ports {CLK}]

set non_clock_inputs [all_inputs -no_clocks]
set_input_delay [expr $clk_period * $clk_io_pct] -clock clk0 $non_clock_inputs
set_output_delay [expr $clk_period * $clk_io_pct] -clock clk0 [all_outputs]
==> qor.yml <==
critical_path:
  cp_data_arrival_time_ns: 1.64
  setup.worst_path.end_class: "flop"
  critical_path_class: "in -> reg"
  worst_path_largest_cell_delay_ns: 0.43
  crit_chain: "buf_8 -> a21bo_4 -> or2_4 -> a21oi_4 -> or4b_1"
  critPathSlowestCell: "or4b_1"
  cp-start-kind: "input pin"
  path_max_fanout: 3
  worstPathRequired_ns: 1.49
  rrSetupSlack_ns: 0.91
yosys:
  avgSynthCellArea_um2: 9.97
  synth-xor-area-share_pct: 0.915
  async_flop_share_pct: 0
  ys_sh_mux_pct: 1.05
  seq_area_frac_synth_pct: 39.7
  ys_ff: 19
  fa_ha_area_share_pct: 1.31
  ys_area_um2: 957
  ys_cells: 96
  ys_sh_simple_pct: 8.24
  ys_sh_aoi_pct: 16.9
  synth-edff-count: 0
  synthCells: 96
  synth.logic.top_family: "buffers and inverters"
  synth_warnings: 2
  synth-main-ff-cell: "dfxtp_1"
  ys_types: 27
  syn_area_um2: 957
detailed_routing:
  ant_nets: 0
  drt-vias-per-instance: 3.74
  dr_wl_met2_mm: 1.01
  met3_length_um: 215
  drc: 0
  drt_first_iter_violations: 25
  finalWirelength_mm: 2.32
  dr_total_vias: 804
  highest_layer: "met3"
  wire_per_inst_um: 10.8
  wl_met1_mm: 1.10
  drt-pass1-iter-count: 4
  n_antenna_cell: 0
sta:
  drv_slew: 0
  rsz0062_at_grt: "true"
  hold_ws_ns: 0.435
  fin_skew_ns: 0.00673
  finalHoldViolations: 0
  fin_ws_ns: -0.147
  setup_viol: 12
layout:
  fin_cells: 215
  utilization_pct: 41.6
  final_area_mm2: 0.00156
  drive_gt1_share_pct: 56.9
  area_delta_synth_final_pct: 62.9
clocking:
  cts_inserted_buffers: 3
  cts.hold.buffers_added: 0
  root_buffer: "clkbuf_8"
  htreeDepth: 1
  cts_buffer_depth: 2
  cts.sinks: 19
  cts_tree: "yes"
  path_clk_slew_ns: 0.03
  clock_latency_ns: 0.32
die:
  die_w_um: 83
  num_rows: 22
  fp_util_pct: 25.6
  die_area_mm2: 0.00689
  die_h_um: 83
  core_area_mm2: 0.00374
  io_pins: 56
flow_run:
  warnings: 47
  cap_violations: 0
grt:
  grt_first_pass_wirelength_mm: 3.77
  grt_max_degree: 12
  grt_overflow: 0
  grt_use_total_pct: 6.10
  antenna_found_initial: 0
  first_global_vias: 846
min_path:
  min_path_type: "reg -> reg"
power_and_ir_drop:
  p_leak_nw: 0.864
  ir_drop_uv: 265
  cellPowerDensity_mw_per_mm2: 528
placed_design:
  dp_slack_ns: -0.868
  place_area_mm2: 0.00124
  routabilityCongestion: 0.861
  dpl.cell_count: 174
  dp_hpwl_mm: 1.65
  port_buffers: 31
status:
  status: "finished, violations left"
  violations: "negative setup slack"
[path summary, 6_finish.rpt]
kind                            startpoint  endpoint  cells past startpoint
worst max register to register       PC[0]      flop                      7
worst max-delay path                  IPL2      flop                      5
worst min register to register        flop     D[10]                      1
worst min-delay path                  flop     D[10]                      1
[worst max-delay path, delay by kind of cell]
| family | cells | cell delay (ns) |
|---|---|---|
| AND-OR/OR-AND | 2 | 0.35 |
| buffers and inverters | 1 | 0.10 |
| AND/OR/NAND/NOR | 2 | 0.67 |
[power by group]
group | leakage, nW | internal, mW | switching [mW]
clock network | 0.137 | 0.243 | 0.158
logic | 0.567 | 0.0716 | 0.0418
registers | 0.160 | 0.304 | 0.00514
[area by class of cell]
cell class | count | area, um^2
clock buffer | 3 | 41.3
fill | 352 | 2180
timing repair buffer | 67 | 543
sequential | 19 | 398
multi-input combinational | 58 | 415
clock inverter | 20 | 101
tap | 48 | 60.1
[metrics by stage]
step	power, mW	setup TNS (ns)
after global routing	0.889	-1.44
final	0.824	-0.775
after floorplan	0.420	-0.765
after detailed placement	0.446	-13.46
after CTS	0.835	-0.919
after global placement	0.446	-12.94
[cell usage after synthesis, types with 2 or more instances]
cell type / number / area [um^2]
conb_1: 2 / 7.51
a22o_1: 9 / 78.8
nand3_1: 2 / 10.0
nor2_1: 3 / 11.3
dfxtp_1: 19 / 380
buf_4: 38 / 285
a21oi_1: 2 / 10.0
nand2_1: 2 / 7.51
[cells in the final DEF, fill, tap and decap left out, types with 2 or more instances in the layout]
master,n
a21oi_1,2
a22o_1,9
buf_2,18
buf_4,26
buf_6,19
buf_8,2
clkbuf_8,3
conb_1,24
dfxtp_1,7
dfxtp_2,11
inv_1,19
nand3_4,2
[layer usage]
layer	track usage, %	up-vias
met2	9.29	42
li1	-	405
met4	1.23	0
met3	3.74	0
met1	7.17	357
met5	0	-
[cells by family after synthesis]
| family | Yosys count |
|---|---|
| AOI/OAI and AO/OA | 17 |
| xor gates and xnor gates | 1 |
| adders and majority gates | 1 |
| buffers and inverters | 41 |
| DFF | 19 |
| muxes | 1 |
| other | 2 |
| and+or+nand+nor | 14 |
[timing repair]
action	CTS	global route
hold endpoints to repair	0	0
resized	135	9
endpoints found under the setup margin	44	21
pin swaps	7	9
buffers inserted	16	3
Power and IR drop assume default switching activity.
