### flow/config.mk
export PLATFORM = sky130hd
export DESIGN_NAME = mpc106fsm
export DESIGN_NICKNAME = mpc106fsm
export VERILOG_FILES = /design/flow/design.v
export SDC_FILE = /design/flow/constraint.sdc
export NUM_CORES = 4
export LEC_CHECK = 1
export CORE_AREA = 10 10 96 96
export DIE_AREA = 0 0 106 106
### flow/constraint.sdc
current_design mpc106fsm

set clk_period 2.3
set clk_io_pct 0.2

create_clock -name clk0 -period $clk_period [get_ports {CLK}]

set non_clock_inputs [all_inputs -no_clocks]
set_input_delay [expr $clk_period * $clk_io_pct] -clock clk0 $non_clock_inputs
set_output_delay [expr $clk_period * $clk_io_pct] -clock clk0 [all_outputs]
### flow/design.v
`timescale 1ns / 1ps
module mpc106fsm (AACK, ARTRY, A, BG0, BR0, CLK, CS, DBG0, DH, DL, SDCAS, SDMA, SDRAS, TA, TBST, TS, TSIZ, TT, WE, WT);
input   BR0;
input   CLK;
input   [0:31]DL;
input   TBST;
input   TS;
input   [0:2]TSIZ;
input   WT;
output  AACK;
output  ARTRY;
output  BG0;
output  [0:7]CS;
output  DBG0;
output  [0:31]DH;
output  SDCAS;
output  [0:11]SDMA;
output  SDRAS;
output  TA;
output  WE;
input   [0:31]A;
inout   [0:4]TT;
reg     AACK;
reg     ARTRY;
tri     [0:31]A;
reg     [0:31]ino_A;
reg     BG0;
wire    BR0;
wire    CLK;
reg     [0:7]CS;
reg     DBG0;
reg     [0:31]DH;
wire    [0:31]DL;
reg     SDCAS;
reg     [0:11]SDMA;
reg     SDRAS;
reg     TA;
wire    TBST;
wire    TS;
wire    [0:2]TSIZ;
tri     [0:4]TT;
reg     [0:4]ino_TT;
reg     WE;
wire    WT;
reg [3:0]CurrState_Sreg0, NextState_Sreg0;
reg  [0:2]Siz, next_Siz;
integer X;
reg  [0:31]adr, next_adr;
reg  [0:7]chip, next_chip;
reg  [0:31]date, next_date;
always @ (TT or A or DL or BR0 or adr or chip or CurrState_Sreg0)
begin: Sreg0_NextState
	NextState_Sreg0 <= CurrState_Sreg0;
	next_adr = adr;
	next_chip = chip;
	case (CurrState_Sreg0)	// synopsys parallel_case full_case
		4'b0000:
		begin
			AACK <= 1;
			ARTRY <= 1;
			TA <= 1;
			CS <= "11111111";
			SDRAS <= 1;
			SDCAS <= 0;
			WE <= 1;
			BG0 <= 1;
			DBG0 <= "Z";
			ino_TT <= TT;
			if (BR0 == 0)
				NextState_Sreg0 <= 4'b0001;
			else if (BR0 != 0)
				NextState_Sreg0 <= 4'b0000;
		end
		4'b0001:
		begin
			BG0 <= 0;
			DBG0 <= "Z";
			if (BR0 == 1)
				NextState_Sreg0 <= 4'b0001;
			else if (BR0 != 1)
				NextState_Sreg0 <= 4'b0101;
		end
		4'b0010:
		begin
			BG0 <= 0;
			DBG0 <= "Z";
			if (BR0 != 1)
				NextState_Sreg0 <= 4'b0010;
			else if (BR0 == 1)
				NextState_Sreg0 <= 4'b0100;
		end
		4'b0011:
		begin
			AACK <= 1;
			ARTRY <= 1;
			TA <= 1;
			CS <= "11111111";
			WE <= 1;
			BG0 <= 1;
			DBG0 <= "Z";
			ino_TT <= TT;
			ino_A <= A;
			SDRAS <= 1;
			SDCAS <= 1;
			if (BR0 == 0)
				NextState_Sreg0 <= 4'b0010;
			else if (BR0 != 0)
				NextState_Sreg0 <= 4'b0011;
		end
		4'b0100:
		begin
			BG0 <= "Z";
			DBG0 <= 0;
			DH <= DL;
			adr = A;
			SDMA[0] <= A[9];
			SDMA[1] <= A[10];
			SDMA[2] <= A[11];
			SDMA[3] <= A[12];
			SDMA[4] <= A[13];
			SDMA[5] <= A[14];
			SDMA[6] <= A[15];
			SDMA[7] <= A[16];
			SDMA[8] <= A[17];
			SDMA[9] <= A[18];
			SDMA[10] <= A[19];
			SDMA[11] <= A[20];
			ARTRY <= 1;
			NextState_Sreg0 <= 4'b1000;
		end
		4'b0101:
		begin
			BG0 <= "Z";
			DBG0 <= 0;
			DH <= DL;
			adr = A;
			SDMA[0] <= A[6];
			SDMA[1] <= A[9];
			SDMA[2] <= A[7];
			SDMA[3] <= A[8];
			SDMA[4] <= A[21];
			SDMA[5] <= A[22];
			SDMA[6] <= A[23];
			SDMA[7] <= A[24];
			SDMA[8] <= A[25];
			SDMA[9] <= A[26];
			SDMA[10] <= A[27];
			SDMA[11] <= A[28];
            ARTRY <= 1;
			NextState_Sreg0 <= 4'b0110;
		end
		4'b0110:
		begin
			BG0 <= "Z";
			DBG0 <= "Z";
			AACK <= 0;
			SDRAS <= 1;
			chip = "11111110";
			CS <= "11111110";
			SDCAS <= 0;
			NextState_Sreg0 <= 4'b0111;
		end
        4'b0111:
		begin
			TA <= 0;
			AACK <= 1;
			SDRAS <= 1;
            BG0 <= "Z";
			SDCAS <= 1;
			WE <= 0;
			TA <= 1;
			NextState_Sreg0 <= 4'b0011;
		end
		4'b1000:
		begin
			BG0 <= "Z";
			DBG0 <= "Z";
			AACK <= 0;
			SDRAS <= 0;
			chip = "11111110";
			CS <= "11111110";
			SDCAS <= 1;
			NextState_Sreg0 <= 4'b1001;
		end
        4'b1001:
		begin
			TA <= 0;
			AACK <= 1;
			SDRAS <= 1;
            BG0 <= "Z";
			SDRAS <= 1;
			SDCAS <= 1;
			WE <= 0;
			TA <= 1;
			NextState_Sreg0 <= 4'b0000;
		end
	endcase
end
always @ (posedge CLK)
begin: Sreg0_CurrentState
	CurrState_Sreg0 <= NextState_Sreg0;
end
initial CurrState_Sreg0 = 4'b0000;
always @ (posedge CLK)
begin: Sreg0_RegOutput
	adr <= next_adr;
	chip <= next_chip;
end
assign TT = ino_TT;
endmodule
### flow/run.sh
#!/bin/bash
# OpenROAD 26Q1-2900-gdf79404cd8, Yosys 0.63+post, stock flow scripts
make -C /OpenROAD-flow-scripts/flow DESIGN_CONFIG=/design/flow/config.mk WORK_HOME=/design/flow/orfs finish
==> results.cfg <==
; physical design summary
[logic_synthesis]
ys_cells = 124
syn-instance-count = 124
ys_chip_area_sq_um = 1380
ys_types = 31
synth_warnings = 3
synth_flops = 54
syn_area_sq_um = 1380
synth.avg_cell_area_sq_um = 11.1

[setup_path]
end_kind = register
crit_required_ps = 2240
rrSetupSlack_ps = 760
regToRegStartpoint = CurrState_Sreg0[1]
rr_endpoint = CurrState_Sreg0[0]
crit_chain = nor3_1, o21ai_0, o311ai_1
endpoint = CurrState_Sreg0[0]
path_class = register to register
arrival_ps = 1470
cp_slowest_cell = edfxtp_1
r2r_cells = 3
path_max_fanout = 19
cp-startpoint = CurrState_Sreg0[1]
slowest_delay_ps = 780
cp-start-kind = register

[final_timing]
finalClockSkew_ps = 4.05
unclocked_regs = 50
hold_violations = 0
drv_slew = 0
untimed_endpoints = 105
post-route-period-util_pct = 66.8
grt_setup_unrepaired = false
fin_crit_ps = 1540
setup_tns_ps = 0
max_freq_mhz = 651
relSlewSlack_pct = 54.7
tightest_slew_ps = 680
setup_violations = 0

[power]
ir_drop_uv = 907
p_leak_nw = 1.05
power_density_nw_per_um2 = 589

[drt]
vias_per_cell = 3.68
drt_iter0_drc = 17
vias = 1197
diodes = 0
route.detailed.drc = 0
first_pass_iters = 4
antenna_left = 0
post_drt_wl_per_cell_um = 13.5
wl_mm = 4.38

[clocking]
clock_latency_ps = 220
cts_hold_buf = 0
cts_tree = built
ctsResizeCount = 0
clk_pin_slew_ps = 30
cts_root_buf = clkbuf_8
htree_levels = 1
cts_buffer_depth = 2
post-cts-setup-buffer-count = 0
numCtsBuffers = 3

[die]
initCoreUtil_pct = 19.1
die_area_sq_um = 11200
rows = 31
core_area_sq_um = 7210
dieWidth_um = 106
die_h_um = 106
boundaryPins = 137

[global_route]
grtUsageTotal_pct = 7.22
grt_pass1_vias = 1134
antenna_found_initial = 0
grt.overflow.total = 0
grt_max_degree = 45
grt_pass1_wl_mm = 6.61

[place]
routabilityCongestion = 0.744
numPortBuffers = 106
placed_cell_area_sq_um = 2490
dpl.hpwl_mm = 3.81

[status]
status = finished clean

[hold_path]
hold_class = register to register

[finish]
largest_reg_flops = 32
largest_register = DH
drive_gt1_share_pct = 3.10
area.growth.synth_to_final_pct = 83.9
finish.instance_area_sq_um = 2530
reg.largest.list = DH x32, SDMA x12, CurrState_Sreg0 x4

[job]
log.warning_count = 45
max_cap_violations = 0
-- stage by stage --
| stage | total power (W) | std cells | worst slack [ps] | utilization [%] | hold WS [ps] |
|---|---|---|---|---|---|
| 2_1_floorplan | 0.000997 | 132 | 1020 | - | 693 |
| 5_1_grt | 0.00161 | 325 | 586 | 35.1 | 938 |
| 3_5_place_dp | 0.00137 | 322 | 645 | 34.5 | 841 |
| 4_1_cts | 0.00152 | 325 | 755 | 35.1 | 856 |
| 6_report | 0.00149 | 325 | 764 | 35.1 | 862 |
| 3_3_place_gp | 0.00136 | 322 | 677 | 34.5 | 839 |
-- cell type report --
type | count | area [sq um]
Sequential cell | 54 | 871
Inverter | 3 | 11.3
Timing Repair Buffer | 107 | 1070
Fill cell | 712 | 4690
Clock buffer | 3 | 41.3
Tap cell | 99 | 124
Multi-Input combinational cell | 59 | 413
-- kinds of logic (layout without fill, tap and decap cells) --
kind of cell	count (synthesis)	in the layout	share of synthesized area, %
DFF	4	4	8.74
AOI/OAI and AO/OA	14	14	6.64
buffers and inverters	19	113	9.01
other	2	10	0.546
xor gates and xnor gates	3	3	1.91
latches	50	50	54.6
muxes	13	13	10.6
and+or+nand+nor	19	19	8.01
-- per-layer routing --
| layer | up-vias | global-route usage, % | wire length (um) | part of all wire, % |
|---|---|---|---|---|
| li1 | 594 | - | - | - |
| met1 | 525 | 9.31 | 1910 | 44 |
| met2 | 76 | 11.2 | 1890 | 43 |
| met3 | 2 | 3.73 | 556 | 13 |
| met4 | 0 | 0.290 | 19 | 0.43 |
| met5 | - | 0 | 0 | 0 |
-- worst max-delay path, delay by kind of cell, from the launching register on --
| kind | cells | cell delay, ps |
|---|---|---|
| flip-flops | 1 | 780 |
| AND/OR/NAND/NOR | 1 | 180 |
| AND-OR/OR-AND | 2 | 300 |
-- how the worst min path moves through the flow --
stage | startpoint | to | slack (ps) | cells after the start
finish | CurrState_Sreg0[3] | CurrState_Sreg0[2] | 860 | 1
global route | CurrState_Sreg0[3] | CurrState_Sreg0[1] | 940 | 1
CTS | CurrState_Sreg0[3] | CurrState_Sreg0[2] | 860 | 1
-- Yosys cell counts (all sizes together) --
cell type / count / area share, %
o21ai: 3 / 1.1
edfxtp: 4 / 8.7
o211ai: 1 / 0.55
mux2i: 1 / 0.73
o22ai: 1 / 0.46
a211oi: 1 / 0.55
inv: 3 / 0.82
nor2: 5 / 1.4
o32a: 1 / 0.73
a21oi: 3 / 1.1
conb: 2 / 0.55
a31oi: 1 / 0.46
mux2: 12 / 9.8
clkbuf: 1 / 0.27
xnor2: 2 / 1.3
nor2b: 1 / 0.46
nand2b: 4 / 2.4
o311ai: 1 / 0.64
xor2: 1 / 0.64
dlxtp: 44 / 48
or3: 1 / 0.46
nor3: 4 / 2.3
nand2: 4 / 1.1
dlxtn: 6 / 6.6
buf: 15 / 7.9
a21boi: 2 / 1.1
-- report_power, final --
group,total (W),switching [W],internal (W)
registers,0.000646,0.000140,0.000506
clock network,0.000145,0.0000334,0.000111
logic,0.000700,0.000281,0.000419
total,0.00149,0.000454,0.00104
-- layout by cell type (no fill, tap or decap) --
cell type | synthesis | layout
a211oi_1 | 1 | 1
a21boi_1 | 2 | 2
a21oi_1 | 3 | 3
a31oi_1 | 1 | 1
buf_4 | 11 | 1
clkbuf_8 | 0 | 3
clkdlybuf4s50_1 | 0 | 106
conb_1 | 2 | 10
dlxtn_1 | 6 | 6
dlxtp_1 | 44 | 44
edfxtp_1 | 4 | 4
inv_1 | 3 | 3
mux2_1 | 12 | 12
mux2i_1 | 1 | 1
nand2_1 | 4 | 4
nand2b_1 | 3 | 3
nand2b_4 | 1 | 1
nor2_1 | 5 | 4
nor2_2 | 0 | 1
nor2b_1 | 1 | 1
nor3_1 | 3 | 3
nor3_4 | 1 | 1
o211ai_1 | 1 | 1
o21ai_0 | 1 | 1
o21ai_1 | 2 | 2
o22ai_1 | 1 | 1
o311ai_1 | 1 | 1
o32a_1 | 1 | 1
or3_1 | 1 | 1
xnor2_1 | 2 | 2
xor2_1 | 1 | 1
Power and IR drop assume default switching activity.
