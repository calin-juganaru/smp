==> flow/design.v <==
`timescale 1ns / 1ps
module powerpcfsm (AACK, ARTRY, A, BG, BR, CLK, DBG, DH, DL, TA, TBST, TS, TSIZ, TT, WT);
input   AACK;
input   BG;
input   CLK;
input   DBG;
input   TA;
output  BR;
output  WT;
input   ARTRY;
output   [0:31]A;
input   [0:31]DH;
output  [0:31]DL;
output  TBST;
output  TS;
output  [0:2]TSIZ;
inout   [0:4]TT;
wire    AACK;
tri     ARTRY;
reg     ino_ARTRY;
tri     [0:31]A;
reg     [0:31]ino_A;
wire    BG;
reg     BR;
wire    CLK;
wire    DBG;
tri     [0:31]DH;
reg     [0:31]ino_DH;
tri     [0:31]DL;
reg     [0:31]ino_DL;
wire    TA;
tri     TBST;
reg     ino_TBST;
tri     TS;
reg     ino_TS;
tri     [0:2]TSIZ;
reg     [0:2]ino_TSIZ;
tri     [0:4]TT;
reg     [0:4]ino_TT;
reg     WT;
reg [2:0]CurrState_Sreg0, NextState_Sreg0;
reg  [0:4]Trans;
always @ (TBST or TSIZ or ARTRY or BG or DBG or CurrState_Sreg0)
begin: Sreg0_NextState
	NextState_Sreg0 <= CurrState_Sreg0;
	case (CurrState_Sreg0)	// synopsys parallel_case full_case
		3'b000:
		begin
			BR <= 0;
			ino_A <= "ZZZZZZZZZZZZZZZZZZZZZZZZZZZZZZZZ";
			ino_DH <= "ZZZZZZZZZZZZZZZZZZZZZZZZZZZZZZZZ";
			ino_TT <= "ZZZZZ";
			ino_TBST <= TBST;
			ino_TSIZ <= TSIZ;
			ino_TS <= 1;
			ino_ARTRY <= ARTRY;
			if (BG == 0)
				NextState_Sreg0 <= 3'b011;
			else if (BG != 0)
				NextState_Sreg0 <= 3'b000;
		end
		3'b001:
		begin
			ino_DH <= "ZZZZZZZZZZZZZZZZZZZZZZZZZZZZZZZZ";
			BR <= "Z";
			NextState_Sreg0 <= 3'b010;
		end
		3'b010:
		begin
			BR <= "Z";
			ino_A <= "ZZZZZZZZZZZZZZZZZZZZZZZZZZZZZZZZ";
			ino_DH <= "ZZZZZZZZZZZZZZZZZZZZZZZZZZZZZZZZ";
			ino_TT <= "ZZZZZ";
			NextState_Sreg0 <= 3'b000;
		end
		3'b011:
		begin
			Trans = "00010";
			BR <= 1;
			ino_TS <= 0;
			ino_A <= "10101010101010101010101010101000";
			ino_DH <= "ZZZZZZZZZZZZZZZZZZZZZZZZZZZZZZZZ";
			ino_TT <= "00010";
			ino_TBST <= 1;
			ino_TSIZ <= "001";
			WT <= 0;
			if (DBG != 0)
			begin
				NextState_Sreg0 <= 3'b001;
				BR <= 0;
				ino_TS <= 0;
			end
			else if (DBG == 0)
			begin
				NextState_Sreg0 <= 3'b100;
				BR <= 0;
				ino_TS <= 0;
			end
		end
		3'b100:
		begin
			ino_DH <= "10101010000000000000000000000000";
			BR <= "Z";
			NextState_Sreg0 <= 3'b010;
		end
	endcase
end
always @ (posedge CLK)
begin: Sreg0_CurrentState
	CurrState_Sreg0 <= NextState_Sreg0;
end
initial CurrState_Sreg0 = 3'b010;
assign A = ino_A;
assign DH = ino_DH;
assign TT = ino_TT;
assign TBST = ino_TBST;
assign TSIZ = ino_TSIZ;
assign TS = ino_TS;
assign ARTRY = ino_ARTRY;
endmodule
==> flow/run.sh <==
#!/bin/bash
# OpenROAD 26Q1-2900-gdf79404cd8, Yosys 0.63+post, stock flow scripts
make -C /OpenROAD-flow-scripts/flow DESIGN_CONFIG=/design/flow/config.mk WORK_HOME=/design/flow/orfs finish
==> flow/config.mk <==
export PLATFORM = sky130hd
export DESIGN_NAME = powerpcfsm
export DESIGN_NICKNAME = powerpcfsm
export VERILOG_FILES = /design/flow/design.v
export SDC_FILE = /design/flow/constraint.sdc
export NUM_CORES = 4
export LEC_CHECK = 1
export CORE_AREA = 10 10 70 70
export DIE_AREA = 0 0 80 80
==> flow/constraint.sdc <==
current_design powerpcfsm

set clk_period 2.1
set clk_io_pct 0.2

create_clock -name clk0 -period $clk_period [get_ports {CLK}]

set non_clock_inputs [all_inputs -no_clocks]
set_input_delay [expr $clk_period * $clk_io_pct] -clock clk0 $non_clock_inputs
set_output_delay [expr $clk_period * $clk_io_pct] -clock clk0 [all_outputs]
==> qor.csv <==
stage,metric,value,unit
status,status,did not finish,
status,haltStage,clock tree synthesis (4_1_cts),
status,firstError,"[error] [KeplerFormal.cpp:679] Workflow failed: Iso has multiple drivers: .TT3, TT[3]$_DLATCH_N_.Q0",
floorplan,fp.dieH,80,um
floorplan,io_pins,114,
floorplan,rows,21,
synth,yosysUniqueCellTypes,19,
synth,synth_flop_count,6,
synth,postSynthAreaPerCell,8.28,um^2
synth,ys_cells,99,
clock_network,h-tree-depth,1,
clock_network,post_cts_buffers,0,
synth,synth_area,820,um^2
floorplan,die_width,80,um
clock_network,cts_hold_buf,0,
clock_network,clockBufferDepth,2,
timing,unclocked_regs,3,
timing,untimed_endpoints,10,
synth,synth_cells,99,
synth,ys_warn_count,35,
place,dp.cells,144,
clock_network,root_buffer,clkbuf_4,
place,place_congestion,0.772,
place,dp_hpwl,1300,um
synth,yosys_area,820,um^2
floorplan,fp_util,0.240,
clock_network,cts_buffers,3,
clock_network,cts_resized,0,
place,portBuffers,20,
synthesized netlist by cell type, drive strengths merged:
library cell | count | area (um^2)
a21o | 1 | 7.51
edfxtp | 3 | 90.1
xnor2 | 2 | 17.5
nor2 | 1 | 6.26
o21ai | 2 | 10.0
a31oi | 1 | 6.26
nand2 | 1 | 6.26
and3b | 1 | 8.76
a21oi | 1 | 5.00
conb | 2 | 7.51
dlxtn | 3 | 45.0
nor3 | 1 | 5.00
inv | 2 | 7.51
nor2b | 1 | 13.8
nand2b | 1 | 6.26
buf | 75 | 571
o22ai | 1 | 6.26
per-stage QoR:
| step | total power [uW] | worst slack [ns] | instance area, um^2 | util |
|---|---|---|---|---|
| after global placement | 607 | 0.541 | 709 | 0.208 |
| after detailed placement | 499 | 0.518 | 709 | 0.208 |
| after floorplan | 522 | 0.972 | 1020 | - |
logic make-up after synthesis:
family / count (synthesis) / share of synthesized area
buf+inv: 77 / 0.705
compound gates: 6 / 0.0427
simple gates: 6 / 0.0565
flops: 3 / 0.110
latches: 3 / 0.0550
xor+xnor: 2 / 0.0214
other cells: 2 / 0.00916
Power and IR drop assume default switching activity.
